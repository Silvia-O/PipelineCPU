[flow/config.mk]
export PLATFORM = sky130hd
export DESIGN_NAME = alu
export DESIGN_NICKNAME = alu
export VERILOG_FILES = /design/flow/design.v
export SDC_FILE = /design/flow/constraint.sdc
export NUM_CORES = 4
export LEC_CHECK = 1
export CORE_UTILIZATION = 40
[flow/constraint.sdc]
current_design alu

set clk_period 22.3
set clk_io_pct 0.2

create_clock -name clk0 -period $clk_period

set non_clock_inputs [all_inputs -no_clocks]
set_input_delay [expr $clk_period * $clk_io_pct] -clock clk0 $non_clock_inputs
set_output_delay [expr $clk_period * $clk_io_pct] -clock clk0 [all_outputs]
[flow/design.v]
module alu(
  input [31:0] A,     
  input [31:0] B,     
  input [4:0] ALUOp,
  output reg[31:0] result 
  );
  integer dif;
  initial  dif = A - B;
  always@(*)
  begin
    case(ALUOp)
      5'b00000:
        result = A + B;
      5'b00001:
        result = A - B;
      5'b00010:
        result = B << A[4:0];
      5'b00011:
        result = B >> A[4:0];
      5'b00100:
        result = B >> A[4:0] | ( {32{B[31]}} << (6'b100000-{1'b0, A[4:0]}));
      5'b00101:
        result = A & B;
      5'b00110:
        result = A | B;
      5'b00111:
        result = A ^ B;
      5'b01000:
        result = ~ (A | B);
      5'b01001:
        result = ((A[31] && !B[31]) || ((!(A[31] ^ B[31])) && dif[31]))? 32'h1 : 32'h0;
      5'b01010:
        result = (A < B)? 32'b1 : 32'b0;
      5'b01011:
        result = {B[15:0],16'b0};
      5'b01100:
        result = (A == B)? 32'b1 : 32'b0;
      5'b01101:
        result = (!A[31] && A!=32'b0)? 32'b1: 32'b0;
      5'b01110:
        result = (!A[31] && A!=32'b0)? 32'b0: 32'b1;
      5'b01111:
        result = (A[31])? 32'b0 : 32'b1;
      5'b10000:
        result = (!A[31])? 32'b0 : 32'b1;      
      default: result = 32'b0;
    endcase
  end
endmodule
[flow/run.sh]
#!/bin/bash
# OpenROAD 26Q1-2900-gdf79404cd8, Yosys 0.63+post, stock flow scripts
make -C /OpenROAD-flow-scripts/flow DESIGN_CONFIG=/design/flow/config.mk WORK_HOME=/design/flow/orfs finish
==> run summary <==
The synthesis and place-and-route flow finished, so here is a summary.

The worst setup path is of the in2out kind. At the pin with the least slew margin, the transition time is 892 ps. The worst ir drop on vdd is 0.0111 mV. The number of antenna violations at the first check in global routing is 2. The aggregate negative setup slack came out at 0 ps. Per the layout report, the design carries 0 clock buffers.

The total global routing track utilization came out at 41.5%. The critical path data arrival time came out at slightly above 10000 ps. The routability congestion estimate from global placement came out at roughly 1.1.

The number of global-route vias before repair is 10100. The relative slew slack came out at 40.0%. The synthesis-to-finish area growth came out at 12.2%. Setup repair after global routing left no endpoint under its margin.

The nature of the critical path startpoint is an input pin. Measured along the y axis, the die boundary spans 153 um. In the synthesis report, Yosys lists the chip area as slightly above 9000 sq um. The via density per instance is 6.98.

Per the timing report, the biggest fanout along the worst path comes to 36. Entering global routing, the biggest net connects roughly 53 pins. The sequential cell area is 0 sq um. The final critical-path setup slack came out at around 7700 ps.

For this run, global-route usage on met2 was measured as 58.0%. The power density over the cells is 26.8 nW/um^2. From left edge to right edge, the die measures 153 um.

The largest stage delay on the critical path is 580 ps. The post-layout minimum cycle time came out at 14640 ps. In the post-synthesis netlist, the biggest area contributors are sky130_fd_sc_hd__ha_1 13%, sky130_fd_sc_hd__mux4_2 13%, sky130_fd_sc_hd__a21oi_1 6.2%, sky130_fd_sc_hd__nor2_1 6.0%, sky130_fd_sc_hd__o21ai_0 5.0%. The slowest stage of the critical path is the sky130_fd_sc_hd__ha_1 cell. Sequential elements use 0% of the synthesized area. The count of different cell masters after synthesis came out at 95. The number of warnings the tools reported came out at about 96. The top achievable clock speed came out at 68.3 MHz.

The global route stage reports its total congestion overflow as 0. 101 I/O pins were placed. Across all layers, the routed design uses 11100 vias. The first global-routing pass estimated 69500 um of wire. The area of the chip came out at 23300 sq um. The region available for standard cell placement spans 22000 sq um. The tool flagged a number of max-cap violations equal to 0. The synthesized area came out at a little over 9000 sq um. The leakage power figure came out at a little over 4 nW.

The critical path goes through clkdlybuf4s50_1 -> buf_4 -> inv_1 -> ha_1 -> nor2_1 -> a221o_1 -> o311ai_2 -> nand3_2 -> a311oi_2 -> a211oi_1 -> o22ai_1 -> or4_1 -> a21oi_1 -> fa_1 -> a221oi_1 -> o311ai_0 -> a211oi_1 -> o21ai_0 -> clkdlybuf4s50_1. The part of the cycle the worst path needs is 65.7%. The worst setup path is captured at a primary output. Post-CTS repair changed the size of 0 cells.

The number of iterations in the first detailed-routing pass is 20. The synthesized netlist handed to floorplanning was reported with a cell count of 1272. The data required time of the critical path came out at 17840 ps. For this sky-water flow run, the detailed-routed wirelength per cell is reported as 30.3 um.

The number of endpoints failing setup at the final stage is 0. The met3 capacity usage during global routing is roughly 14%. The average size of a mapped cell is 7.12 sq um. The warning tally printed by Yosys for this design is 1. The most heavily used metal layer in global routing is met2.

Yosys stat counts 1272 cells in the synthesized netlist. The non-filler instance count after layout is 1586. Per the final report, max-transition violations number 0. The remaining routing DRC violations came out at 0. The detailed-route wire length is 48100 um. The total count of hold-check failures in the final report is 0.

The area taken by multi-input combinational cells is reported as approximately 8200 sq um. Of the cells placed in the final design, the portion with a size suffix greater than 1 is 11.0%. The post-placement setup slack is 7820 ps. The synthesized design spends more area on one cell type than any other, namely sky130_fd_sc_hd__ha_1. The instance count after placement with tap cells included came out at 1585. The core utilization before placement is between 40 and 50%. The sequential cell count of the final layout is 0.

Per the synthesis report, the single largest cell type by area occupies 13.4% of cell area. Summed over all nets, the half-perimeter wirelength after detailed placement is 37100 um. The flow ran to the end, and the final reports show no timing, DRC or antenna violations.

The worst hold path class is in2out. In the final layout, the fill cell count is 2238. The detailed router's first-iteration violation count is 1270. The number of port buffers is approximately 100. The number of hold buffers added after cts came out at 0. Routing resource usage on met1 recorded by global route was 57.9%. Buffers added to address setup during post-CTS repair amount to 0.

The count of antenna-violating nets left after detailed routing is 0. The number of cell rows came out at between 50 and 60.
==> worst max-delay path: cells and delay by family <==
kind                     cells  cell delay (ps)
AND-OR/OR-AND               10             2520
AND/OR/NAND/NOR              3              460
adder cells (fa/ha/maj)      2             1020
buffers and inverters        4             1710
==> logic make-up after synthesis <==
logic type / share of synthesized area [%]
buffers and inverters: 9.57
XOR/XNOR: 1.13
AND/OR/NAND/NOR: 19.7
adder cells (fa/ha/maj): 14.1
multiplexers: 18.1
AND-OR/OR-AND: 37.4
==> metrics by stage <==
step	cell area (sq um)	power [mW]	hold WS (ps)	utilization [%]
final	10200	0.272	10310	46.2
after global routing	10200	0.287	10360	46.2
after global placement	10200	0.263	10280	46.2
after detailed placement	10200	0.261	10290	46.2
after floorplan	9060	0.158	9120	-
after CTS	10200	0.263	10290	46.2
==> worst paths after layout <==
check,start,end,slack [ps],cells past startpoint
worst min-delay path,A[4],result[5],10310,5
worst max-delay path,A[3],result[31],7660,19
==> layout make-up <==
type	instances	share of cell area [%]
diodes	1	0.0246
repair buffers	134	12.3
well taps	280	3.44
inverters	95	3.51
multi-input cells	1076	80.7
==> report_power, final <==
group             total (mW)  leakage, nW  internal [mW]  switching, mW
registers                  0            0              0              0
logic                  0.272         4.10          0.107          0.165
clock network  0.00000000261   0.00000365  0.00000000260              0
total                  0.272         4.10          0.107          0.165
==> synthesized netlist by cell type (25+ instances only) <==
| cell type | count |
|---|---|
| sky130_fd_sc_hd__mux4_2 | 52 |
| sky130_fd_sc_hd__a221oi_1 | 25 |
| sky130_fd_sc_hd__mux2i_1 | 36 |
| sky130_fd_sc_hd__o211ai_1 | 31 |
| sky130_fd_sc_hd__nor3_1 | 34 |
| sky130_fd_sc_hd__ha_1 | 97 |
| sky130_fd_sc_hd__o21ai_0 | 91 |
| sky130_fd_sc_hd__nand2_1 | 98 |
| sky130_fd_sc_hd__clkbuf_1 | 57 |
| sky130_fd_sc_hd__nor2_1 | 146 |
| sky130_fd_sc_hd__a21oi_1 | 112 |
| sky130_fd_sc_hd__inv_1 | 92 |
==> cell usage in the layout, fill, tap and decap left out, drive strengths merged, types with 15 or more instances in the layout <==
| cell | count |
|---|---|
| a21o | 18 |
| mux2i | 36 |
| a21oi | 113 |
| buf | 36 |
| nand3 | 17 |
| nor4 | 15 |
| a221o | 20 |
| o21ai | 96 |
| a31oi | 16 |
| a211o | 16 |
| o211ai | 32 |
| inv | 94 |
| nor2 | 147 |
| nand2 | 99 |
| nor3 | 36 |
| o21bai | 16 |
| mux4 | 52 |
| a221oi | 25 |
| clkdlybuf4s50 | 98 |
| ha | 97 |
==> routing by layer <==
layer / part of all wire (%) / vias to the layer above
met1: 41 / 5271
met4: 5.6 / 2
met5: 0.033 / -
met3: 12 / 122
met2: 41 / 731
li1: - / 4938
No activity file was given, so power comes from the tool's default toggle rates.
