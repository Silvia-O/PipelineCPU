--- ./config.mk ---
export PLATFORM = sky130hd
export DESIGN_NAME = dm
export DESIGN_NICKNAME = dm
export VERILOG_FILES = /design/flow/design.v
export SDC_FILE = /design/flow/constraint.sdc
export NUM_CORES = 4
export LEC_CHECK = 1
export CORE_UTILIZATION = 30
--- ./constraint.sdc ---
current_design dm

set clk_period 10.4
set clk_io_pct 0.2

create_clock -name clk0 -period $clk_period

set non_clock_inputs [all_inputs -no_clocks]
set_input_delay [expr $clk_period * $clk_io_pct] -clock clk0 $non_clock_inputs
set_output_delay [expr $clk_period * $clk_io_pct] -clock clk0 [all_outputs]
--- ./design.v ---
module dm(
  input MemWrite,  
  input [11:2] addr,  
  input [3:0] be,  
  input [31:0] din,  
  output [31:0] dout  
  );
  reg[31:0] mem[31:0];
  always@(*)
  begin
    if(MemWrite)
    begin
      case(be)
        4'b1111: mem[addr] = din;
        4'b0011: mem[addr][15:0] = din[15:0];
        4'b1100: mem[addr][31:16] = din[15:0];
        4'b0001: mem[addr][7:0] = din[7:0];
        4'b0010: mem[addr][15:8] = din[7:0];
        4'b0100: mem[addr][23:16] = din[7:0];
        4'b1000: mem[addr][31:24] = din[7:0];
      endcase
    end
  end
  assign dout = mem[addr];
endmodule
--- ./run.sh ---
#!/bin/bash
# OpenROAD 26Q1-2900-gdf79404cd8, Yosys 0.63+post, stock flow scripts
make -C /OpenROAD-flow-scripts/flow DESIGN_CONFIG=/design/flow/config.mk WORK_HOME=/design/flow/orfs finish
==> ci_impl_report.md <==
## Implementation flow summary

| Metric | Value |
|---|---|
| Status | completed |
| Max stage delay on crit path | between 0.6 and 0.7 ns |
| Count of unclocked register or latch pins | slightly above 1000 |
| Max reg flops | approximately 1000 |
| EDFF count, synth | 0 |
| Synth warnings | 2 |
| Post-DP HPWL | 56.75 mm |
| Final ANT Viol Nets | 0 |
| Die X | approximately 290 um |
| Crit-path cells | clkdlybuf4s50_1 > buf_4 > and3b_2 > and2_1 > a22oi_1 > and3_1 > a31oi_1 > clkdlybuf4s50_1 |
| Total power | 837.9 uW |
| CP most frequent cell | clkdlybuf4s50_1 |
| Setup Crit Path Kind | in -> out |
| Layout cell share with drive strength beyond 1 | between 6 and 7% |
| Hold depth | 7 |
| Met3 routed WL | 9.025 mm |
| Post-CTS Setup Bufs | 0 |
| Switching power | 361.5 uW |
| Cell area leaders | dlxtn_1 62%, nand3_1 12%, nand4_1 3.9%, a22oi_1 3.3%, mux2_2 2.3% |
| Fp util | about 30% |
| Final Hold Violating Endpoints | 0 |
| Worst setup EP type | output port |
| Final GP Congestion | 0.9147 |
| Pins Over Slew Limit | 0 |
| Design internal power | ~480 uW |
| Post-synthesis cell type count | between 50 and 60 |
| Post-route setup TNS | 0 ns |
| CP Launch Type | primary input |
| Rows | between 100 and 150 |
| IO buf count | about 74 |
| Die Ht | approximately 290 um |
| Largest type area fraction | a little over 60% |
| Global-route wire length before repair | about 130 mm |
| Rel. slew slack | between 30% and 40% |
| Min-delay src | addr[3] |
| Leakage | between 10 and 15 nW |
| Cell type with the largest total area | dlxtn_1 |
| Largest net degree at the start of global routing | 139 |
| WL met2 | approximately 39 mm |
| Total Routing Usage GR | between 20% and 30% |
| Total Wirelength | just under 90 mm |
| Resized cells post-CTS | 0 |
| Number of global-route vias before repair | 18800 |
| Arr. time, crit path | roughly 6.0 ns |
| Top cells by count | 1024 x dlxtn_1, 571 x nand3_1, 153 x nand4_1 |
| Critical Path Fanout Max | 36 |
| Cell count after synthesis | approximately 2700 |
| Cts hold-fix bufs | 0 |
| Async S/R FF share, synth | 0% |
| Tool Warnings | about 43 |
| Vias | approximately 20000 |
| Yosys cell count | approximately 2700 |
| Seq cells post-synth | approximately 1000 |
| Final setup vio count | 0 |
| Crit path required time | around 8.3 ns |
| Vias per cell | approximately 5.5 |
| Total congestion overflow | 0 |
| Sw Share | around 43% |
| RSZ-0062 raised after global routing | no |
| Iteration-0 DRC Markers | approximately 1700 |
| Placed cell areas | about 26000 sq um |
| Power per Cell Area | around 32 nW/um^2 |
| Max Freq | ~120 MHz |
| Yosys chip area | 24800 sq um |
| CP max stage cell | and3b_2 |
| WL/cell | 23.85 um |
| Maximum VDD drop | a little under 40 uV |
| Top sig layer | met4 |
| Tmin final | about 8 ns |
| Hold_ws | 5.525 ns |
| TritonRoute pass-1 iters | 6 |
| Synthesis-to-layout area growth | 6.772% |
| Die area | 83810 sq um |
| Metal-1 WL | around 37 mm |
| Endpoints left unconstrained | between 1000 and 1500 |
| DRC violations left | 0 |
| Antenna violations before repair | 1 |
| Worst slew pin tran | between 1 and 1.5 ns |
| Post-route cell area | between 20000 and 30000 sq um |
| Fin crit share | 77.91% |
| Io pins | 79 |
| Worst hold path type | in -> out |
| Core Region | 81980 sq um |
| Main synth FF type | dlxtn_1 |
| Fill cells | approximately 8500 |
| WHS Endpoint | dout[31] |
| Synthesized area | between 20000 and 25000 sq um |
| Crit-path leading delay family | simple AND/OR/NAND/NOR gates |
| Most frequent cell after synthesis | dlxtn_1 |
| Synthesized area per cell | approximately 9.3 sq um |
| WP buf/inv | 3 |
| Max_cap viols | 0 |
## cell usage in the layout, fill, tap and decap left out, drive strengths merged, types with 2 or more instances in the layout
master,instances
nor2b,2
nand2b,2
buf,79
or3,2
mux2i,15
a21oi,41
a2111oi,16
a22oi,108
a32oi,2
and4b,2
a221oi,5
and2,28
or2,3
and3,24
a222oi,2
diode,2
and3b,15
nor4,25
nor2,36
a32o,2
or4,9
nand2,152
a211o,2
a31oi,22
dlxtn,1024
nand3b,16
o21ai,15
nor3,13
nor3b,6
clkdlybuf4s50,70
a22o,37
mux2,54
nand4,153
o32a,10
nand3,571
nor4b,3
## routing by layer
| metal | track usage (%) | up-vias |
|---|---|---|
| met5 | 0 | - |
| met4 | 4.202 | 0 |
| met3 | 6.675 | 99 |
| met2 | 32.17 | 903 |
| met1 | 30.83 | 9790 |
| li1 | - | 9246 |
## stage by stage
step                      setup WS (ns)  util, %  cells
after floorplan                   4.730        -   2654
after detailed placement          2.302    32.29   3645
after global placement            2.336    32.29   3645
after CTS                         2.300    32.29   3645
final                             2.297    32.30   3647
after global routing              2.131    32.29   3645
## worst min-delay path: cells and delay by family
| family | cells | cell delay, ns |
|---|---|---|
| compound gates | 2 | 0.25 |
| buf+inv | 2 | 0.68 |
| simple gates | 3 | 0.42 |
## power groups by stage
stage,Sequential [mW],Clock (mW),Combinational (mW)
CTS,0.383,0,0.457
global route,0.409,0,0.488
## area by class of cell
type	instances	area (sq um)	area share, %
Antenna cell	2	5.005	0.01890
Tap cell	1070	1339	5.057
Sequential cell	1024	15370	58.07
Timing Repair Buffer	149	1309	4.943
Multi-Input combinational cell	1402	8448	31.91
## kinds of logic (layout without fill, tap and decap cells)
group	count (synthesis)	count (layout)	synth area share, %
multiplexers	69	69	3.103
AND/OR/NAND/NOR	1066	1066	22.69
AND-OR/OR-AND	267	267	7.877
other	0	2	0
buffers and inverters	228	149	4.324
latches	1024	1024	62.11
## worst max path at each step
stage / start / endpoint / slack, ns / cells past startpoint
5_1_grt: addr[3] / dout[0] / 2.13 / 9
4_1_cts: addr[3] / dout[0] / 2.30 / 9
6_report: addr[2] / dout[24] / 2.30 / 8
Power and IR drop assume default switching activity.
